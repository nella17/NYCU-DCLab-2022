--- design.v ---
module LCD_module(
  input clk,
  input reset,
  input [127:0] row_A,
  input [127:0] row_B,
  output LCD_E,
  output LCD_RS,      
  output LCD_RW,      
  output [3:0] LCD_D  
  );
reg lcd_initialized = 0;
reg [25:0] init_count;
reg [3:0] init_d, icode;
reg init_e, init_rs, init_rw;
reg [24:0] text_count;
reg [3:0] text_d, tcode;
reg text_e, text_rs, text_rw;
assign LCD_E  = (lcd_initialized)? text_e  : init_e;
assign LCD_RS = (lcd_initialized)? text_rs : init_rs;
assign LCD_RW = (lcd_initialized)? text_rw : init_rw;
assign LCD_D  = (lcd_initialized)? text_d  : init_d;
always @(posedge clk) begin
  if (reset) begin
    lcd_initialized <= 0;
    init_count <= 0;
    init_d  <= 4'h0;
    init_e  <= 0;
    init_rs <= 0;
    init_rw <= 1;
  end
  else if (!lcd_initialized) begin
    init_count <= init_count + 1;
    init_e  <= init_count[21];
    init_rs <= 0;
    init_rw <= 0;
    init_d  <= icode;
    case (init_count[25:22])
     0: icode <= 4'h3;  
     1: icode <= 4'h3;  
     2: icode <= 4'h3;  
     3: icode <= 4'h2;  
     4: icode <= 4'h2;  
     5: icode <= 4'h8;  
     6: icode <= 4'h0;  
     7: icode <= 4'h6;  
     8: icode <= 4'h0;  
     9: icode <= 4'hC;  
    10: icode <= 4'h0;  
    11: icode <= 4'h1;  
    default: lcd_initialized <= 1;
    endcase
  end
end
always @(posedge clk) begin
  if (reset) begin
    text_count <= 0;
    text_d  <= 4'h0;
    text_e  <= 0;
    text_rs <= 0;
    text_rw <= 0;
  end
  else if (lcd_initialized) begin
    text_count <= (text_count[24:18] < 68)? text_count + 1 : 0;
    text_e  <= text_count[17];
    text_rs <= 1;
    text_rw <= 0;
    text_d <= tcode;
    case (text_count[24:18])
     0: { text_rs, text_rw, tcode } <= 6'b001000;
     1: { text_rs, text_rw, tcode } <= 6'b000000;
     2: tcode <= row_A[127:124];
     3: tcode <= row_A[123:120];
     4: tcode <= row_A[119:116];
     5: tcode <= row_A[115:112];
     6: tcode <= row_A[111:108];
     7: tcode <= row_A[107:104];
     8: tcode <= row_A[103:100];
     9: tcode <= row_A[99 :96 ];
    10: tcode <= row_A[95 :92 ];
    11: tcode <= row_A[91 :88 ];
    12: tcode <= row_A[87 :84 ];
    13: tcode <= row_A[83 :80 ];
    14: tcode <= row_A[79 :76 ];
    15: tcode <= row_A[75 :72 ];
    16: tcode <= row_A[71 :68 ];
    17: tcode <= row_A[67 :64 ];
    18: tcode <= row_A[63 :60 ];
    19: tcode <= row_A[59 :56 ];
    20: tcode <= row_A[55 :52 ];
    21: tcode <= row_A[51 :48 ];
    22: tcode <= row_A[47 :44 ];
    23: tcode <= row_A[43 :40 ];
    24: tcode <= row_A[39 :36 ];
    25: tcode <= row_A[35 :32 ];
    26: tcode <= row_A[31 :28 ];
    27: tcode <= row_A[27 :24 ];
    28: tcode <= row_A[23 :20 ];
    29: tcode <= row_A[19 :16 ];
    30: tcode <= row_A[15 :12 ];
    31: tcode <= row_A[11 :8  ];
    32: tcode <= row_A[7  :4  ];
    33: tcode <= row_A[3  :0  ];
    34: { text_rs, text_rw, tcode } <= 6'b001100;
    35: { text_rs, text_rw, tcode } <= 6'b000000;
    36: tcode <= row_B[127:124];
    37: tcode <= row_B[123:120];
    38: tcode <= row_B[119:116];
    39: tcode <= row_B[115:112];
    40: tcode <= row_B[111:108];
    41: tcode <= row_B[107:104];
    42: tcode <= row_B[103:100];
    43: tcode <= row_B[99 :96 ];
    44: tcode <= row_B[95 :92 ];
    45: tcode <= row_B[91 :88 ];
    46: tcode <= row_B[87 :84 ];
    47: tcode <= row_B[83 :80 ];
    48: tcode <= row_B[79 :76 ];
    49: tcode <= row_B[75 :72 ];
    50: tcode <= row_B[71 :68 ];
    51: tcode <= row_B[67 :64 ];
    52: tcode <= row_B[63 :60 ];
    53: tcode <= row_B[59 :56 ];
    54: tcode <= row_B[55 :52 ];
    55: tcode <= row_B[51 :48 ];
    56: tcode <= row_B[47 :44 ];
    57: tcode <= row_B[43 :40 ];
    58: tcode <= row_B[39 :36 ];
    59: tcode <= row_B[35 :32 ];
    60: tcode <= row_B[31 :28 ];
    61: tcode <= row_B[27 :24 ];
    62: tcode <= row_B[23 :20 ];
    63: tcode <= row_B[19 :16 ];
    64: tcode <= row_B[15 :12 ];
    65: tcode <= row_B[11 :8  ];
    66: tcode <= row_B[7  :4  ];
    67: tcode <= row_B[3  :0  ];
    default: { text_rs, text_rw, tcode } <= 6'h10;  
    endcase
  end
end
endmodule
parameter PLAY_SEC = 10;
parameter PLAY_TICKS = 100_000_000;
parameter RESET_TICKS = 50_000_000;
`timescale 1ns / 1ps
module midterm(
    input clk,
    input reset_n,
    input [3:0] usr_btn_raw,
    output [3:0] usr_led,
    output LCD_RS,
    output LCD_RW,
    output LCD_E,
    output [3:0] LCD_D
);
    reg [0:$clog2(PLAY_TICKS)] play_cnt = 0;
    reg signed [0:$clog2(PLAY_SEC)] sec_cnt = PLAY_SEC;
    reg [0:2] reset_counter = 0;
    reg [0:$clog2(RESET_TICKS)] reset_cnt = 0;
    reg soft_reset = 0;
    localparam [0:3] S_MAIN_INIT    = 0,
                     S_MAIN_WAIT    = 1,
                     S_MAIN_PLAY    = 2,
                     S_MAIN_OVER    = 3;
    reg [0:3] P = S_MAIN_INIT, P_next = S_MAIN_INIT;
    wire initialing, playing, done;
    wire [3:0] btn;
    reg [3:0] prev_btn;
    wire [3:0] btn_pressed;
    reg right_shoot = 0, wrong_shoot = 0;
    reg [0:8] wac = " ";
    wire new_zombie;
    reg [0:4] init_i = 0;
    reg [0:1] init_j = 0;
    reg zombie_new_idx = 0;
    reg [0:16] zombies = 0;
    reg [0:3] zombie_cnt [0:2];
    genvar gi;
    assign initialing = P == S_MAIN_INIT;
    assign playing = P == S_MAIN_PLAY;
    assign done = sec_cnt <= 0;
    always @(posedge clk) begin
        if (reset || initialing) begin
            play_cnt <= 0;
            sec_cnt <= PLAY_SEC;
        end else if (playing) begin
            if (play_cnt < PLAY_TICKS) begin
                play_cnt <= play_cnt + 1;
            end else begin
                play_cnt <= 0;
                sec_cnt <= sec_cnt - 1;
            end
        end
    end
    always @(posedge clk) begin
        if (reset || !playing) begin
            right_shoot <= 0;
            wrong_shoot <= 0;
        end else if (btn_pressed[0]) begin
            right_shoot <=  zombies[15];
            wrong_shoot <= ~zombies[15];
        end else if (btn_pressed[3]) begin
            right_shoot <= ~zombies[15];
            wrong_shoot <=  zombies[15];
        end else begin
            right_shoot <= 0;
            wrong_shoot <= 0;
        end
    end
    always @(posedge clk) begin
        if (reset)
            P <= S_MAIN_INIT;
        else
            P <= P_next;
    end
    always @(*) begin  
        case (P)
            S_MAIN_INIT:
                if (init_i >= 16)
                    P_next <= S_MAIN_WAIT;
                else
                    P_next <= S_MAIN_INIT;
            S_MAIN_WAIT:
                if (btn_pressed[0])
                    P_next <= S_MAIN_PLAY;
                else
                    P_next <= S_MAIN_WAIT;
            S_MAIN_PLAY:
                if (done)
                    P_next <= S_MAIN_OVER;
                else
                    P_next <= S_MAIN_PLAY;
            S_MAIN_OVER:
                    P_next <= S_MAIN_OVER;
        endcase
    end
    always @(posedge clk) begin
        if (reset) begin
            init_i <= 0;
        end else if (init_i < 16) begin
            init_i <= init_i + 1;
        end
    end
    assign new_zombie = initialing || right_shoot;
    always @(posedge clk) begin
        if (reset) begin
            init_j <= 0;
            zombie_new_idx <= 0;
        end else if (new_zombie) begin
            if (init_j) begin
                init_j <= 0;
                zombie_new_idx <= ~zombie_new_idx;
            end else begin
                init_j <= 1;
            end
        end
    end
    always @(posedge clk) begin
        if (reset) begin
            zombies <= 0;
        end else if (new_zombie) begin
            zombies <= { zombie_new_idx, zombies[0:15] };
        end
    end
    reg signed [0:3] i;
    always @(posedge clk) begin
        if (reset || initialing) begin
            wac <= " ";
            zombie_cnt[0] <= 0;
            zombie_cnt[1] <= 0;
            zombie_cnt[2] <= 0;
        end else if (right_shoot) begin
            for (i = 2; i > 0; i = i - 1)
                zombie_cnt[i] <= zombie_cnt[i] < 9 ? zombie_cnt[i] + (zombie_cnt[i-1] == 9) : 0;
            zombie_cnt[0] <= zombie_cnt[0] < 9 ? zombie_cnt[0] + 1 : 0;
            wac <= " ";
        end else if (wrong_shoot) begin
            wac <= "x";
        end
    end
    always @(posedge clk) begin
        if (~reset_n) begin
            reset_counter <= 0;
            reset_cnt <= 0;
            soft_reset <= 0;
        end else begin
            if (~btn[3]) begin
                soft_reset <= reset_counter == 4;
                reset_counter <= 0;
                reset_cnt <= 0;
            end else begin
                soft_reset <= 0;
                if (reset_cnt < RESET_TICKS)
                    reset_cnt <= reset_cnt + 1;
                else begin
                    reset_cnt <= 0;
                    reset_counter <= reset_counter + (reset_counter < 4);
                end
            end
        end
    end
    assign reset = (~reset_n) || soft_reset;
    generate for(gi = 0; gi < 4; gi = gi+1) begin
        debounce db_btn(.clk(clk), .reset_n(reset_n), .in(usr_btn_raw[gi]), .out(btn[gi]));
    end endgenerate
    always @(posedge clk) begin
        if (~reset_n)
            prev_btn <= 0;
        else
            prev_btn <= btn;
    end
    assign btn_pressed = ~prev_btn & btn;
    generate for(gi = 0; gi < 4; gi = gi+1) begin
        assign usr_led[3-gi] = reset_counter >= gi+1;
    end endgenerate
    localparam row_A_init = "PRESS BTN0      ";
    localparam row_B_init = "TO START        ";
    localparam row_A_done = "   GAME OVER    ";
    localparam row_B_done = "KILL 000 ZOMBIES";
    reg [0:127] row_A = row_A_init;
    reg [0:127] row_B = row_B_init;
    LCD_module lcd0(
        .clk(clk),
        .reset(reset),
        .row_A(row_A),
        .row_B(row_B),
        .LCD_E(LCD_E),
        .LCD_RS(LCD_RS),
        .LCD_RW(LCD_RW),
        .LCD_D(LCD_D)
    );
    reg [0:3] lcd_i;
    reg [0:2] lcd_draw;
    wire [0:7] sps = lcd_i == 15 ? wac : " ";
    always @(posedge clk) begin
        if (reset || initialing) begin
            lcd_i <= 0;
            row_A <= row_A_init;
            row_B <= row_B_init;
            lcd_draw <= 0;
        end else if (playing) begin
            if (lcd_i == 0)
                row_A[lcd_i*8 +: 8] <= sec_cnt == 10 ? "1" : "0";
            else if (lcd_i == 1)
                row_A[lcd_i*8 +: 8] <= sec_cnt == 10 ? "0" : ("0" + sec_cnt);
            else
                row_A[lcd_i*8 +: 8] <= zombies[lcd_i] ? "o" : sps;
            row_B[lcd_i*8 +: 8] <= zombies[lcd_i] ? sps : "o";
            lcd_i <= lcd_i + 1;
        end else if (done) begin
            case (lcd_draw)
                0: begin
                    row_A <= row_A_done;
                    row_B <= row_B_done;
                    lcd_i <= 0;
                    lcd_draw <= 1;
                end
                1: begin
                    if (lcd_i < 3) begin
                        lcd_draw <= 2;
                        row_B[8*(7-lcd_i) +: 8] <= "0" + zombie_cnt[lcd_i];
                    end else begin
                        lcd_draw <= 3;
                    end
                end
                2: begin
                    lcd_draw <= 1;
                    lcd_i <= 1;
                end
                3: begin
                    lcd_draw <= 0;
                end
            endcase
        end
    end
endmodule
module debounce #(
    parameter CNT = 10
)(
    input  clk,
    input  reset_n,
    input  in,
    output reg out
);
    reg init, stat;
    reg [0:$clog2(CNT)] cnt;
    always @(posedge clk) begin
        if (~reset_n) begin
            init <= 0;
        end else begin
            if (init == 0 || stat != in) begin
                init <= 1;
                stat <= in;
                cnt <= 0;
            end else if (stat != out) begin
                if (cnt < CNT)
                    cnt <= cnt+1;
                else
                    out <= stat;
            end
        end
    end
endmodule
--- run.sh ---
#!/bin/bash
# OpenROAD 26Q1-2900-gdf79404cd8, Yosys 0.63+post, stock flow scripts
make -C /OpenROAD-flow-scripts/flow DESIGN_CONFIG=/design/flow/config.mk WORK_HOME=/design/flow/orfs finish
--- config.mk ---
export PLATFORM = sky130hd
export DESIGN_NAME = midterm
export DESIGN_NICKNAME = midterm
export VERILOG_FILES = /design/flow/design.v
export SDC_FILE = /design/flow/constraint.sdc
export NUM_CORES = 4
export LEC_CHECK = 1
export CORE_UTILIZATION = 30
--- constraint.sdc ---
current_design midterm

set clk_period 12.6
set clk_io_pct 0.2

create_clock -name clk0 -period $clk_period [get_ports {clk}]

set non_clock_inputs [all_inputs -no_clocks]
set_input_delay [expr $clk_period * $clk_io_pct] -clock clk0 $non_clock_inputs
set_output_delay [expr $clk_period * $clk_io_pct] -clock clk0 [all_outputs]
==> impl_metrics.yaml <==
# generated from flow reports
sta:
  unclocked_regs: 2
  fin_crit_sh: 0.427
  worstMarginPinSlew_ps: 870
  layout_min_cycle_time_ps: 5370
  slew-limit-headroom: 0.419
  untimed_endpoints: 2
  hold-worst-slack_ps: 438
  fin_skew_ps: 16.8
  fin_setup_tns_ps: 0
  rsz0062_at_grt: "no"
  hold_viol_final: 0
  setup_violations: 0
  fmax_mhz: 186
  slew_viol_final: 0
critical_path:
  worstSetupEndpointType: "flip-flop"
  critPathKind: "primary input to flip-flop"
  max_stage_delay_ps: 730
  crit_family: "buffers and inverters"
  cp-startpoint: "reset_n"
  crit_chain: "clkdlybuf4s50_1 > nand2b_2 > nor2_4 > buf_4 > buf_4 > nand2_1 > nor4_1 > o22ai_1 > a21oi_1"
  timing.rr.start: "lcd_i[2]$_SDFFE_PP0P_"
  start_kind: "primary input"
  crit_fanout: 65
  r2r_slack_ps: 8700
  crit_buf_inv: 3
  required_ps: 13120
  critPathMostFrequentCell: "buf_4"
  arrival_ps: 5900
  worst_path_max_delay_cell: "clkdlybuf4s50_1"
clocking:
  clk_latency_ps: 610
  cts-root-buf: "clkbuf_16"
  tritoncts: "yes"
  htree_levels: 2
  cts_setup_buffers: 0
  post_cts_resized: 0
  ctsHoldBuffers: 0
  clockBufferDepth: 3
  cts_buffers: 50
  path_clk_slew_ps: 60
die:
  ios: 17
  die_h_um: 271
  dieWidth_um: 271
  dieArea_um2: 73400
  fp_util: 0.304
  rows: 98
  core_area_um2: 71500
yosys:
  async_flop_share: 0
  synth.most_common_cell: "dfxtp_1"
  ys_chip_area_um2: 21700
  ys_cells: 2566
  avgSynthCellArea_um2: 8.46
  ys_top_cells_by_count: "dfxtp_1, nor2_1, nand2_1"
  topCellsByArea: "dfxtp_1, nor2_1, nand2_1, a21oi_1, xor2_1"
  syn-instance-count: 2566
  synth.distinct_cells: 97
  synth-main-ff-cell: "dfxtp_1"
  edf_count: 22
  top_cell_area_share: 0.404
  largest_area_cell: "dfxtp_1"
  synth_area_um2: 21700
  ys_warn_count: 5
  synth_flops: 462
route:
  vias: 19642
  drt_first_iter_violations: 1954
  wire_per_inst_um: 22.7
  ant_nets: 0
  avgViaCountPerCell: 5.54
  drcViolationCount: 0
  drt-total-wl_mm: 80.5
  first_pass_iters: 6
grt:
  antenna_found_initial: 3
  grt_pass1_vias: 18322
  grt_max_degree: 66
  grtUsageTotal: 0.222
  grt_pass1_wl_mm: 120
  overflow: 0
final_layout:
  area_delta_synth_final_pct: 14.1
  drive_gt1_frac: 0.0979
pwr:
  power.density_nw_per_um2: 123
  leakage_nw: 8.34
  max-vdd-ir-drop_v: 0.0000916
  total_power_mw: 3.06
flow_run:
  warning_count: 35
  drv_cap: 0
min_path:
  hold_path.class: "flip-flop to flip-flop"
  worstHoldStart: "reset_cnt[26]$_SDFF_PN0_"
run_status:
  status: "finished clean"
placed_design:
  place.detailed.hpwl_mm: 56.4
  io_buffer_count: 14
  gp_congestion: 1.06
state kept, by name, summed over array words and instances, names as in the netlist, 5 cells and up:
register,flops
genblk1.db_btn.cnt,10
init_i,5
lcd0.init_count,26
lcd0.text_count,25
play_cnt,28
reset_cnt,27
row_A,128
row_B,128
sec_cnt,5
zombie_cnt,12
zombies,17
area by class of cell:
class / count / area, um2
flip-flops and latches: 462 / 9460
repair buffers: 94 / 741
clock inverters: 14 / 155
inverters: 44 / 165
fillers: 7289 / 46700
multi-input cells: 1904 / 11500
clock buffers: 77 / 1560
diodes: 2 / 5.00
well taps: 950 / 1190
cells by family after synthesis:
group,share of synthesized area
buffers and inverters,0.0374
DFF,0.435
AOI/OAI and AO/OA,0.200
xor gates and xnor gates,0.0492
latches,0.00138
other,0.000173
and+or+nand+nor,0.235
adders and majority gates,0.0144
muxes,0.0284
per-stage QoR:
stage,instances,instance area (um2),utilization,setup slack (ps)
2_1_floorplan,2568,21700,-,8660
3_3_place_gp,3454,23000,0.322,6690
3_5_place_dp,3454,23000,0.322,6660
4_1_cts,3545,24800,0.346,7290
5_1_grt,3545,24800,0.346,6970
6_report,3547,24800,0.346,7230
placed cells by master, fill, tap and decap left out, types with 24 or more instances in the layout:
| cell type | n |
|---|---|
| and2_1 | 32 |
| nor4_1 | 24 |
| buf_4 | 80 |
| clkbuf_16 | 51 |
| o21ai_0 | 117 |
| nor3_1 | 50 |
| dfxtp_1 | 435 |
| xnor2_1 | 38 |
| xor2_1 | 82 |
| ha_1 | 25 |
| o22ai_1 | 26 |
| a22oi_1 | 75 |
| a21oi_1 | 169 |
| nand4_1 | 42 |
| nand2_1 | 259 |
| nor2b_1 | 32 |
| inv_1 | 43 |
| and3_1 | 59 |
| mux2i_1 | 30 |
| nand3_1 | 118 |
| nor2_1 | 343 |
routing by layer:
layer  up-vias  share of wire  GRT usage  routed length (um)
met4         0          0.049     0.0855                3920
met3       224           0.11     0.0701                8630
met2       876           0.42      0.315               33600
met1      9293           0.43      0.319               34400
met5         -              0          0                   0
li1       9249              -          -                   -
report_power, final:
group	total (mW)	switching [mW]	internal [mW]	leakage, nW
Sequential	1.48	0.00672	1.47	3.76
Clock	1.54	0.624	0.912	0.856
Combinational	0.0403	0.0258	0.0144	3.73
Total	3.06	0.656	2.40	8.34
path summary, 6_finish.rpt:
path                               to  cells after the start
max            row_B[55]$_SDFFE_PP0P_                      9
min          reset_cnt[26]$_SDFF_PN0_                      1
max reg2reg   row_B[105]$_SDFFE_PP0P_                     10
min reg2reg  reset_cnt[26]$_SDFF_PN0_                      1
worst reg2reg max path: stages, from the launching register on:
cell     delay (ps)
dfxtp_1         570
inv_1           120
ha_1            290
buf_4           280
mux4_2          550
mux2i_1         300
nor3_2          130
or3b_4          450
o21ai_4         650
o21ai_0         320
a21oi_1         180
Power is estimated from default activity; no workload was simulated.
